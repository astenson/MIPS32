--- /design/flow/run.sh ---
#!/bin/bash
# OpenROAD 26Q1-2900-gdf79404cd8, Yosys 0.63+post, stock flow scripts
make -C /OpenROAD-flow-scripts/flow DESIGN_CONFIG=/design/flow/config.mk WORK_HOME=/design/flow/orfs finish
--- /design/flow/constraint.sdc ---
current_design arbitration_tree

set clk_period 2.2
set clk_io_pct 0.2

create_clock -name clk0 -period $clk_period

set non_clock_inputs [all_inputs -no_clocks]
set_input_delay [expr $clk_period * $clk_io_pct] -clock clk0 $non_clock_inputs
set_output_delay [expr $clk_period * $clk_io_pct] -clock clk0 [all_outputs]
--- /design/flow/config.mk ---
export PLATFORM = sky130hd
export DESIGN_NAME = arbitration_tree
export DESIGN_NICKNAME = arbitration_tree
export VERILOG_FILES = /design/flow/design.v
export SDC_FILE = /design/flow/constraint.sdc
export NUM_CORES = 4
export LEC_CHECK = 1
export CORE_AREA = 10 10 70 70
export DIE_AREA = 0 0 80 80
--- /design/flow/design.v ---
module arbiter(
    input [3:0] requests_IN,
    input group_grant_IN,
    output wire [3:0] grants_OUT,
    output wire group_request_OUT
    );
    or(group_request_OUT, requests_IN[0], requests_IN[1], requests_IN[2], requests_IN[3]);
    and(grants_OUT[3], group_grant_IN, requests_IN[3]);
    and(grants_OUT[2], group_grant_IN, !requests_IN[3], requests_IN[2]);
    and(grants_OUT[1], group_grant_IN, !requests_IN[3], !requests_IN[2], requests_IN[1]);
    and(grants_OUT[0], group_grant_IN, !requests_IN[3], !requests_IN[2], !requests_IN[1], requests_IN[0]);
endmodule
module base_arbiter(
    input [3:0] requests_IN,
    output wire [3:0] grants_OUT
    );
    assign grants_OUT[3] = requests_IN[3];
    and(grants_OUT[2], !requests_IN[3], requests_IN[2]);
    and(grants_OUT[1], !requests_IN[3], !requests_IN[2], requests_IN[1]);
    and(grants_OUT[0], !requests_IN[3], !requests_IN[2], !requests_IN[1], requests_IN[0]);
endmodule
module arbitration_tree(
    input [15:0] requests_IN,
    output wire [15:0] grants_OUT
    );
    wire [3:0] requests_to_base;
    wire [3:0] grants_from_base;
    arbiter arbiter3(
        .requests_IN(requests_IN[15:12]),
        .group_grant_IN(grants_from_base[3]),
        .grants_OUT(grants_OUT[15:12]),
        .group_request_OUT(requests_to_base[3])
        );
    arbiter arbiter2(
        .requests_IN(requests_IN[11:8]),
        .group_grant_IN(grants_from_base[2]),
        .grants_OUT(grants_OUT[11:8]),
        .group_request_OUT(requests_to_base[2])
        );
    arbiter arbiter1(
        .requests_IN(requests_IN[7:4]),
        .group_grant_IN(grants_from_base[2]),
        .grants_OUT(grants_OUT[7:4]),
        .group_request_OUT(requests_to_base[2])
        );
    arbiter arbiter0(
        .requests_IN(requests_IN[3:0]),
        .group_grant_IN(grants_from_base[0]),
        .grants_OUT(grants_OUT[3:0]),
        .group_request_OUT(requests_to_base[0])
        );
    base_arbiter base_arbiter(
        .requests_IN(requests_to_base),
        .grants_OUT(grants_from_base)
        );
endmodule
==> impl_metrics.ini <==
; yosys + openroad results
[critical_path]
critPathSlowestCell = or4_4
crit_path_start = requests_IN[15]
cp.arrival_ns = 1.70
end_kind = primary output
slowest_delay_ns = 0.49
path_max_fanout = 6
cp.required_ns = 1.76
startpoint_type = input port
crit_cells = 5
crit_type = input port to primary output
critical_path.top_delay_family = simple AND/OR/NAND/NOR gates
endpoint = grants_OUT[5]
crit_chain = dlygate4sd2_1, or4_4, buf_6, nor4_4, buf_2
path_buffers = 3

[final_timing]
rsz0062_at_grt = no
fin_crit_sh_pct = 97.2
setup_violations = 0
hold_violations = 0
min_period_ns = 2.14
fmaxAchievable_mhz = 468
maxSlewViolCount = 0
worst_slack_ns = 0.0623
timing.setup.tns_ns = 0

[final_layout]
syn_to_final_growth_pct = 206
lay_top_count = buf_4
clkbuf_count = 0
final-comb-area_um2 = 200
layout-drive-gt1-share_pct = 49.1
final_util_pct = 16.5
stdcell_count = 103
seq_cells = 0
seq_area_um2 = 0
layout_top_cells = 10 x buf_4, 9 x clkdlybuf4s50_1, 7 x dlygate4sd2_1
fillers = 391

[cts]
postCtsHoldBufs = 0

[placement]
numPortBuffers = 24
gp_congestion = 0.747
dp_cells = 100
pre_cts_slack_ns = -0.571
hpwl_um = 844

[yosys]
yosysWarnings = 2
ys_seq_share_pct = 0
synthesis.area_per_instance_um2 = 7.66
yosys_area_um2 = 184
synth_cells = 24
ys_types = 16
syn_area_um2 = 184
ys_cells = 24

[floorplan]
core-area_um2 = 3420
die_height_um = 80
fp_util_pct = 5.38
num_rows = 21
io-pin-count = 32
die-area_um2 = 6400
die_x_um = 80

[routing]
drcViolationCount = 0
wl_per_cell_um = 10.1
vias = 294
viasPerCell = 2.85
antenna_cells = 0
routed_wl_um = 1040
dr.pass1.iters = 1
drt_iter0_drc = 0
met2_wirelength_um = 386
routed-wl-met3_um = 166
m1WireLength_um = 484
routed.top_layer = met3
antenna_left = 0

[grt]
grt_max_degree = 7
grt_overflow = 0
grt_util_all_layers_pct = 2.93
grt_pass1_wl_um = 1540
antenna_found_initial = 0
first_global_vias = 339

[job]
maxCapViolations = 0
warning_count = 36

[hold_path]
hold_class = input port to primary output

[pwr]
max-vdd-ir-drop_uv = 42.4
powerDensity_nw_per_um2 = 108
p_leak_nw = 0.240
finalPower_mw = 0.0610

[status]
status = finished, final reports clean
[timing repair]
item | in CTS | in global routing
resized | 34 | 6
buffers inserted | 3 | 0
pin swaps | 7 | 0
endpoints found under the setup margin | 9 | 5
[per-layer routing]
metal	GRT usage, %	vias to the layer above
li1	-	146
met1	3.96	127
met2	4.17	21
met3	1.70	0
met4	0	0
met5	0	-
[cell type report]
cell class / count / area share [%]
Multi-Input combinational cell: 20 / 35.6
Inverter: 1 / 0.667
Tap cell: 46 / 10.2
Timing Repair Buffer: 36 / 53.6
[power by group]
part           total [mW]  internal, mW  switching [mW]
Sequential              0             0               0
Combinational      0.0610        0.0394          0.0216
Clock                   0             0               0
Total              0.0610        0.0394          0.0216
[synthesized netlist by cell type]
master,number,area (µm²)
buf_4,4,30.0
nor3b_1,3,22.5
nand2b_1,2,12.5
nor4_1,2,12.5
nor4b_1,2,17.5
and2b_1,1,7.51
buf_2,1,5.00
buf_6,1,11.3
conb_1,1,3.75
inv_1,1,3.75
nor2_1,1,3.75
nor3_1,1,5.00
nor4_2,1,12.5
nor4b_2,1,15.0
or4_4,1,11.3
or4b_2,1,10.0
[worst min path at each step]
| stage | slack (ns) | to | cells past startpoint | from |
|---|---|---|---|---|
| after global routing | 1.28 | grants_OUT[4] | 4 | requests_IN[5] |
| final | 1.23 | grants_OUT[4] | 4 | requests_IN[5] |
| after CTS | 1.38 | grants_OUT[5] | 4 | requests_IN[7] |
[through the flow]
stage / hold slack (ns) / area [µm²]
finish: 1.23 / 563
global route: 1.28 / 563
CTS: 1.38 / 579
detailed placement: 1.85 / 514
global placement: 1.84 / 514
floorplan: 0.893 / 195
[cells by family (layout without fill, tap and decap cells)]
family | count (synthesis) | count (layout) | synth area share (%)
and+or+nand+nor | 16 | 16 | 70.7
buffers and inverters | 7 | 37 | 27.2
other | 1 | 4 | 2.04
